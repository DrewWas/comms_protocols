[./config.mk]
export PLATFORM = sky130hd
export DESIGN_NAME = uart
export DESIGN_NICKNAME = uart
export VERILOG_FILES = /design/flow/design.v
export SDC_FILE = /design/flow/constraint.sdc
export NUM_CORES = 4
export LEC_CHECK = 1
export CORE_UTILIZATION = 50
[./constraint.sdc]
current_design uart

set clk_period 5.5
set clk_io_pct 0.2

create_clock -name clk0 -period $clk_period [get_ports {clk}]

set non_clock_inputs [all_inputs -no_clocks]
set_input_delay [expr $clk_period * $clk_io_pct] -clock clk0 $non_clock_inputs
set_output_delay [expr $clk_period * $clk_io_pct] -clock clk0 [all_outputs]
[./design.v]
 `timescale 1ns/10ps
module uart #(
    parameter BYTE=8
) (
    input logic clk,
    input logic areset,
    input logic data_in_rx,
    output logic tx_done,
    output logic tx_busy, 
    output logic rx_open,
    output logic rx_valid,
    output logic [BYTE-1:0] rx_saved,
    output logic data_out
);
    tx uart_tx(
        .clk(clk),
        .areset(areset),
        .data_loaded(rx_valid),
        .data_in(rx_saved),
        .data_out(data_out),
        .tx_done(tx_done),
        .tx_busy(tx_busy)
    );
    rx uart_rx (
        .clk(clk),
        .areset(areset),
        .data_in(data_in_rx),
        .rx_open(rx_open),
        .rx_valid(rx_valid),
        .rx_saved(rx_saved)
    );
endmodule
 `timescale 1ns/10ps
module rx #(
    parameter CLK_FRQ=250000000,  
    parameter BAUD_RATE=115200,   
    parameter BYTE=8
) (
    input logic clk,
    input logic areset,
    input logic data_in,
    output logic rx_open,
    output logic rx_valid,
    output logic [BYTE-1:0] rx_saved
);
    logic prev_data_in;
    logic data_in_val;
    always_ff @(posedge clk) begin
        prev_data_in <= data_in;
        data_in_val <= (!data_in && prev_data_in);
    end
    localparam int BAUD_DIV = CLK_FRQ / BAUD_RATE;
    logic baud_high; 
    int clk_counter;
    int half_counter;
    always_ff @(posedge clk or posedge areset) begin
        if (areset) begin
            clk_counter <= '0;
            baud_high <= 0;
        end else if (32'(clk_counter) == BAUD_DIV - 1) begin
            baud_high <= 1'b1;
            clk_counter <= '0;
        end else begin
            clk_counter <= clk_counter + 1;
            baud_high <= 1'b0;
        end
    end
    logic [1:0] state;
    logic [3:0] counter;
    localparam IDLE=2'd0, RECIEVING=2'd1, WAIT_HALF=2'd2, DONE=2'd3;
    localparam START_BIT=1'b0, STOP_BIT=1'b1;
    logic [BYTE-1:0] buffer;
    always_ff @(posedge clk or posedge areset) begin
        if (areset) begin
            counter <= 0;
            state <= IDLE;
            buffer <= '0; 
            rx_saved <= '0;
            half_counter <= 0;
            rx_open <= 1;
            rx_valid <= 0;
        end else begin
            case (state)
            IDLE : begin
                rx_open <= 1;
                rx_valid <= 0;
                if (data_in_val) begin
                    state <= WAIT_HALF;
                    counter <= 0;
                    half_counter <= 0;
                    buffer <= '0;
                end
            end
            WAIT_HALF : begin
                half_counter <= half_counter + 1;
                rx_open <= 1;
                rx_valid <= 0;
                if (32'(half_counter) >= (BAUD_DIV >> 1)) begin
                    half_counter <= 0;
                    state <= RECIEVING;
                end
            end
            RECIEVING : begin
                if (baud_high) begin
                    rx_open <= 0;
                    rx_valid <= 0;
                    if (counter == 8 && (data_in == STOP_BIT)) begin
                        counter <= 0;
                        state <= DONE;
                    end else if (counter >= 8 && (data_in != STOP_BIT)) begin
                        counter <= '0;
                        state <= IDLE;
                    end else begin
                        buffer[counter[2:0]] <= data_in;  
                        counter <= counter + 1;
                    end
                end
            end
            DONE : begin
                if (baud_high) begin
                    rx_saved <= buffer;
                    rx_valid <= 1;
                    rx_open <= 1;
                    state <= IDLE;
                end
            end
            default : begin
                state <= IDLE;
                counter <= '0;
                rx_open <= 1;
                buffer <= '0;
                rx_valid <= 0;
            end
            endcase
        end
    end
endmodule
 `timescale 1ns/10ps
module tx #(
    parameter CLK_FRQ=50000000,  
    parameter BAUD_RATE=115200,  
    parameter REG_WIDTH=10
) (
    input logic clk,
    input logic areset,
    input logic data_loaded,
    input logic [7:0] data_in,
    output logic data_out,
    output logic tx_done,
    output logic tx_busy
);
    logic prev_data_loaded;
    logic data_loaded_pos_edge;
    always_ff @(posedge clk) begin
        prev_data_loaded <= data_loaded;
        data_loaded_pos_edge <= (data_loaded && !prev_data_loaded);
    end
    localparam int BAUD_DIV = CLK_FRQ / BAUD_RATE;
    logic baud_high; 
    logic [31:0] clk_counter; 
    always_ff @(posedge clk or posedge areset) begin
        if (areset) begin
            clk_counter <= '0;
            baud_high <= 0;
        end else if (32'(clk_counter) == 32'(BAUD_DIV - 1)) begin
            baud_high <= 1'b1;
            clk_counter <= '0;
        end else begin
            clk_counter <= clk_counter + 1;
            baud_high <= 1'b0;
        end
    end
    logic state;
    localparam START=1'd0, TRANSMIT=1'd1;
    localparam START_BIT=1'b0, STOP_BIT=1'b1;
    logic [REG_WIDTH-1:0] shift_reg;
    logic [$clog2(REG_WIDTH + 1) - 1:0] counter; 
    always_ff @(posedge clk or posedge areset) begin
        if (areset) begin
            state <= START;
            tx_done <= 0;
            tx_busy <= 0;
            counter <= 0;
            data_out <= 1;
            shift_reg <= {REG_WIDTH{1'b0}};
        end else if (baud_high) begin
            case (state)
            START : begin
                tx_busy <= 0;
                if (data_loaded_pos_edge) begin
                    tx_done <= 0;
                    shift_reg <= {STOP_BIT, data_in, START_BIT};
                    state <= TRANSMIT;
                end
            end
            TRANSMIT : begin
                if (counter == REG_WIDTH) begin
                    counter <= 0;
                    tx_done <= 1;
                    tx_busy <= 0;
                    state <= START;
                    data_out <= 1;
                end else begin
                    tx_busy <= 1;
                    data_out <= shift_reg[0];
                    shift_reg <= shift_reg >> 1;
                    counter <= counter + 1;
                end
            end
            default : begin
                tx_done <= 0;
                data_out <= 1;
                state <= START;
                tx_busy <= 0;
            end
            endcase
        end
    end
endmodule
[./run.sh]
#!/bin/bash
# OpenROAD 26Q1-2900-gdf79404cd8, Yosys 0.63+post, stock flow scripts
make -C /OpenROAD-flow-scripts/flow DESIGN_CONFIG=/design/flow/config.mk WORK_HOME=/design/flow/orfs finish
==> results_slide.txt <==
Key Metrics from the Run

Job
  – Tool warnings: 31
  – Maxcap violations: 0

Yosys
  – Mapped Avg Cell Area: 10.21 um2
  – Top-count cell post-synth: dfrtp_1
  – Total of warnings raised by yosys: 2
  – Seq share, synth: 0.5312
  – Synth unique cells: 51
  – Mapped Cells: 671
  – Yosys reg bits: 146
  – Number of enable flip-flop cells: 0
  – Cell area leaders: dfrtp_1 (51%), xnor2_1 (6.7%), xor2_1 (4.2%), nor2_1 (4.0%), nand2_1 (3.8%)
  – Xor/xnor share: 0.1087
  – Simple share: 0.2246
  – Top cell area share: 0.5079
  – Asr flop ratio synth: 0.9726
  – Adder Area Share: 0.01827
  – Ys cells: 671
  – Comb area leader: simple AND/OR/NAND/NOR gates
  – Synth Cell Area: 6848 um2
  – Ao+oa area frac: 0.07217
  – Top cell type by total area after synthesis: dfrtp_1
  – Synth mux share: 0.02777
  – Yosys stat area: 6848 um2
  – Synth Flop Type: dfrtp_1
  – Synth cell count leaders: dfrtp_1 (139), nor2_1 (73), nand2_1 (70), xnor2_1 (52), nand3_1 (34)

STA
  – RSZ-0062 raised after global routing: no
  – Crit path time final: 2.759 ns
  – Final setup fails: 0
  – Clock Skew: 0.006456 ns
  – Final worst setup slack: 2.741 ns
  – Worst Tran Pin Value: 0.7732 ns
  – WHS: 0.3806 ns
  – Max transition margin: 0.4832
  – Final hold vios: 0
  – Cycle use final: 0.5016
  – F_max: 362.5 MHz
  – Setup TNS: 0 ns
  – Slew Limit Fails: 0

Pwr
  – P_leak: 3.475 nW
  – Peak VDD IR: 0.2078 mV
  – PD cells: 286.4 nW/um2

Global routing
  – Vias in the first global route: 4657
  – Pin count of the biggest net entering global routing: 58
  – First-pass GRT wire length: 21.68 mm
  – Total track usage: 0.1915
  – GRT overflow: 0
  – Initial antenna violation count: 0

Clock tree
  – Clk slew on worst S/H paths: 0.05 ns
  – Clock sink total: 146
  – Htree depth: 4
  – Postcts setup bufs: 0
  – Clock buffer depth: 2
  – Clock Tree Root: clkbuf_16
  – Post-CTS sizing: 0
  – Clock Latency Late Sink: 0.41 ns
  – Total CTS buffers: 17
  – CTS tree: yes
  – # hold bufs at CTS: 0

Drt
  – Final ANT Viol Nets: 0
  – Drc violations: 0
  – Wire length per cell: 13.47 um
  – WL final: 11.93 mm
  – Vias/cell: 5.394
  – Antenna diode instance count: 0
  – Drt first pass iters: 4
  – Vias: 4779
  – First DRT Iteration DRCs: 297

Floorplanning
  – Starting density of the core: 0.5151
  – Die area: 14170 um2
  – Ports: 16
  – Core area: 13300 um2
  – Chip height: 119.0 um
  – Site Rows: 42
  – Die X: 119.0 um

Final layout
  – Logic area: 3092 um2
  – Flop area: 3637 um2
  – Share of cells above drive strength 1: 0.08028
  – Largest regs: uart_rx.clk_counter: 32 flops, uart_rx.half_counter: 32 flops, uart_tx.clk_counter: 32 flops
  – Fin util: 0.5833
  – Layout area overhead: 13.25%
  – Filler instances: 1120
  – Cell Count, Final, Fillers Out: 886

Place
  – Final GP Congestion: 0.8524
  – DP Worst Slack: 2.375 ns
  – DPL Wire Length: 8.070 mm
  – Port Buffers: 15
  – Cells after DPL: 855

Status
  – Status: finished clean

Worst hold path
  – Hold path cells: 1
  – Worst Hold Class: reg -> reg

Worst setup path
  – Worst EP arrival: 3.07 ns
  – CP max-delay cell: clkdlybuf4s50_1
  – Worst Path Required: 5.81 ns
  – Top fanout value on the critical path: 9
  – Worst r2r path cells: 7
  – Critical path startpoint category: input pin
  – Worst setup path class: in -> reg
  – CP cell instances: clkdlybuf4s50_1, inv_1, o21ai_0, nand4_1, nor2_1, nand2_1, o31ai_1
  – Crit. End Element: flip-flop
  – Worst path max stage delay: 0.56 ns
[per-stage QoR]
stage	power (mW)	instance area, um2
global placement	1.203	7213
detailed placement	1.206	7213
finish	2.221	7755
global route	2.310	7755
CTS	2.252	7755
floorplan	1.179	6848
[cells in the final DEF, fill, tap and decap left out, drive strengths merged, types with 3 or more instances in the layout]
cell	instances
nand2b	4
nor4	17
or3	6
clkinvlp	5
ha	10
a31oi	3
mux2i	10
a21o	4
nand3	34
xnor2	52
clkdlybuf4s50	15
nor4b	4
and4	5
nand4	31
o31ai	5
o2bb2ai	3
or4	4
clkinv	4
nand2	70
inv	19
dfxtp	4
o21ai	31
a22o	5
nor2b	6
dfrtp	139
nor3	11
buf	5
and2	7
nor2	74
clkbuf	22
xor2	33
and3	20
a21oi	25
mux2	8
dfstp	3
[final timing paths]
kind | from | slack, ns | end
max | data_in_rx | 2.74 | uart_rx.buffer[5]
min | uart_tx.prev_data_loaded | 0.38 | uart_tx.data_loaded_pos_edge
max reg2reg | uart_rx.half_counter[31] | 2.96 | uart_rx.half_counter[3]
min reg2reg | uart_tx.prev_data_loaded | 0.38 | uart_tx.data_loaded_pos_edge
max in group asynchronous | areset | 3.37 | uart_rx.clk_counter[14]
min in group asynchronous | areset | 1.12 | uart_tx.tx_busy
[routing by layer]
| layer | global-route usage | vias to the layer above | part of all wire |
|---|---|---|---|
| met5 | 0 | - | 0 |
| met4 | 0.01820 | 0 | 0.011 |
| met3 | 0.03180 | 10 | 0.028 |
| met2 | 0.2827 | 50 | 0.44 |
| met1 | 0.3268 | 2314 | 0.52 |
| li1 | - | 2405 | - |
[cell families (layout without fill, tap and decap cells)]
family | Yosys count | count (layout)
AND/OR/NAND/NOR | 298 | 298
flip-flops | 146 | 146
XOR/XNOR | 85 | 85
AND-OR/OR-AND | 83 | 83
buffers and inverters | 31 | 70
multiplexers | 18 | 18
adder cells (fa/ha/maj) | 10 | 10
[cell type report]
class	count	share of cell area
Clock buffer	22	0.06244
Clock inverter	9	0.007422
Inverter	19	0.009842
Multi-Input combinational cell	494	0.3987
Sequential cell	146	0.4690
Tap cell	176	0.02840
Timing Repair Buffer	20	0.02420
[critical path: cells and delay by family]
kind | cells | cell delay, ns
buf+inv | 2 | 0.64
simple gates | 3 | 0.90
compound gates | 2 | 0.43
[report_power, final]
part | total (mW) | switching (mW) | internal, mW | leakage [nW]
Sequential | 1.10 | 0.0169 | 1.09 | 1.95
Clock | 1.04 | 0.418 | 0.617 | 0.256
Combinational | 0.0816 | 0.0576 | 0.0240 | 1.27
Power figures rest on the tool's default switching activity, not on a simulated workload.
